==> /design/flow/design.v <==
module alu4( a,b,m,cin,op,cout,sum
);
parameter ADDER_WIDTH =4;
input	[ADDER_WIDTH-1:0] a;
input [ADDER_WIDTH-1:0] b;
input	[1:0] op; 
input cin;
input m; 
output cout;
output [ADDER_WIDTH-1:0] sum;
reg	cout;
reg	[ADDER_WIDTH-1:0] sum;
always @(a or b or cin or m or op) 
begin
	if(!m)	 
		begin
			case(op)
				2'b00 :	{cout,sum}=a+b+cin;	 
				2'b01 :	{cout,sum}=a-b-cin; 
				default:	sum=0; 
			endcase
		end
else	 
	begin
		case(op)
			2'b00:	sum=a&b;	 
			2'b01:	sum=a|b;	 
			2'b10:	sum=a;	 
			2'b11:	sum=b;	 
		endcase	
	end	
end	
endmodule
module alu8( a,b,m,se,sum
);
input[7:0] a;
input[7:0] b; 
input m; 
input[1:0] se;
output[7:0] sum; 
wire cin,cout;
alu4 u1(a[3:0],b[3:0],m,0,se[1:0],cin,sum[3:0]);  
alu4 u2(a[7:4],b[7:4],m,cin,se[1:0],cout,sum[7:4]); 
endmodule
==> /design/flow/run.sh <==
#!/bin/bash
# OpenROAD 26Q1-2900-gdf79404cd8, Yosys 0.63+post, stock flow scripts
make -C /OpenROAD-flow-scripts/flow DESIGN_CONFIG=/design/flow/config.mk WORK_HOME=/design/flow/orfs finish
==> /design/flow/config.mk <==
export PLATFORM = sky130hd
export DESIGN_NAME = alu8
export DESIGN_NICKNAME = alu8
export VERILOG_FILES = /design/flow/design.v
export SDC_FILE = /design/flow/constraint.sdc
export NUM_CORES = 4
export LEC_CHECK = 1
export CORE_AREA = 10 10 70 70
export DIE_AREA = 0 0 80 80
==> /design/flow/constraint.sdc <==
current_design alu8

set clk_period 2.5
set clk_io_pct 0.2

create_clock -name clk0 -period $clk_period

set non_clock_inputs [all_inputs -no_clocks]
set_input_delay [expr $clk_period * $clk_io_pct] -clock clk0 $non_clock_inputs
set_output_delay [expr $clk_period * $clk_io_pct] -clock clk0 [all_outputs]
==> summary.txt <==
yosys + openroad results -> Pwr Total=~370 uW, YS warnings=2, RePlAce Congestion=roughly 0.84, ANT nets after route=0, Area Growth Syn to Fin=70.46%, Filler Cell Count=about 290, RSZ-0062 raised after global routing=true, Worst setup SP type=primary input, global route total overflow=0, via count of the first global-routing pass=between 1,000 and 1,500, min Tclk post-route=2896 ps, Least-Margin Pin Slew=315.4 ps, area post-placement=roughly 1700 um2, design area=roughly 1900 um2, fmax=~350 MHz, PnR worst setup slack=-395.7 ps, P per Cell Area=about 200 nW/um2, max FFs per register=1, Syn Area/Cell=just under 9 um2, DPL Wire Length=roughly 2300 um, initial antenna violation count=0, Synth Instances=roughly 130, Rows=21, Iter 0 DRT Violations=38, Post-synth top cells=inv_1, ha_1, mux4_2, share of cells above drive strength 1=between 40% and 50%, Core ar.=roughly 3400 um2, Final Hold Fails=0, combinational group share of total power=98.9%, cycle use final=115.8%, Top cell area share=between 20 and 30%, worst hold slack=~1700 ps, Sum Neg Setup Slack=-692.7 ps, LEAKAGE=0.0009029 uW, CP Cell Sequence=buf_8 -> fa_2 -> inv_2 -> ha_4 -> o2111ai_4 -> o31ai_4 -> o31a_1 -> o32ai_2 -> buf_2, hold crit path type=in -> out, Slew HR=78.78%, switch share=between 40% and 50%, diodes inserted=0, Switch Pwr=around 150 uW, clock share of power=0%, IO Port Bufs=27, routed length per instance=12.10 um, final setup fails=3, CP top delay family=AND-OR/OR-AND gates, IO Pins=27, post-synthesis register bit count=1, Synth area leader=ha_1, Floorplan Utilization=between 30% and 40%, Req. time, crit path=approximately 2000 ps, max-cap violations=0, crit path capture type=output pin, die y size=about 80 um, count of library flops with an enable pin=0, crit-path max FO=2, DR vias=1,083, # Cells Yosys=125, largest net degree at the start of global routing=11, biggest area cells=ha_1, mux4_2, inv_1, fa_1, o21ai_0, Cell Area, Synth=1089 um2, endpoints left unconstrained=1, DRC viols=0, tool warning count=50, Place WS=-1226 ps, DR vias/cell=about 4.6, Netlist cell types=37, WP data arrival=~2400 ps, Yosys Chip Area=1089 um2, total wire length=roughly 2900 um, ys flop type=dlxtn_1, max-slew violations=0, Pre-Repair DR Iteration Count=2, asr flop ratio synth=0%, violated checks=negative setup slack, Die W=80 um, Critical-path top delay cell=fa_2, GRT Total Usage=a little under a tenth, Max VDD drop=0.07197 mV, first-pass GRT wire length=4919 um, Reg power frac=under 10%, crit path kind=in -> out, chip area=roughly 6400 um2, status=finished with violations, cell with the most instances after synthesis=inv_1, Internal=approximately 220 uW, critical path buffer and inverter count=3, critical path's largest stage delay=590 ps, number of register pins that no clock reaches=1
-- per-layer routing --
metal / wire (um) / global-route usage (%) / up-vias
met5: 0 / 0 / -
met4: 18 / 0 / 0
met3: 76 / 0.7955 / 2
met2: 1347 / 15.49 / 16
met1: 1425 / 13.19 / 507
li1: - / - / 558
-- kinds of logic (layout without fill, tap and decap cells) --
kind of cell	Yosys count	count (layout)	share of synthesized area, %
latches	1	1	1.379
buffers and inverters	37	103	14.25
multiplexers	10	10	18.74
adder cells (fa/ha/maj)	29	29	36.78
AND/OR/NAND/NOR	18	18	9.196
AND-OR/OR-AND	26	26	16.44
XOR/XNOR	4	4	3.219
-- what timing repair did --
item,CTS,global route
setup endpoints to repair,8,5
pin swaps,20,10
buffers inserted,5,4
resized,82,12
hold buffers,0,0
-- stage by stage --
stage,utilization (%),std cells
floorplan,-,125
global placement,48.68,229
detailed placement,48.68,229
CTS,52.38,234
global route,54.32,237
finish,54.32,237
-- power by group through the flow --
stage / clock, uW / sequential [uW] / combinational (uW)
after CTS: 0 / 4.20 / 341
after global routing: 0 / 4.42 / 407
final: 0 / 4.19 / 369
-- cell type report --
type / instances / area, um2 / share of cell area, %
flip-flops and latches: 1 / 15.01 / 0.8092
repair buffers: 71 / 593.1 / 31.96
well taps: 46 / 57.56 / 3.102
inverters: 32 / 120.1 / 6.473
multi-input cells: 87 / 1070 / 57.65
-- cell usage in the layout, fill, tap and decap left out, types with 4 or more instances in the layout --
master	instances
clkdlybuf4s50_1	5
ha_4	6
buf_4	39
ha_1	13
o21ai_1	5
nand2_1	5
dlygate4sd2_1	9
inv_2	8
ha_2	5
inv_1	24
buf_2	6
buf_6	4
mux4_2	8
-- path summary, 6_finish.rpt --
kind	from	cells after the start	slack [ps]	end
worst max-delay path	b[4]	9	-400	sum[7]
worst min-delay path	a[0]	4	1650	sum[0]
Power and IR drop assume default switching activity.
