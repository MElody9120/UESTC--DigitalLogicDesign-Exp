[run.sh]
#!/bin/bash
# OpenROAD 26Q1-2900-gdf79404cd8, Yosys 0.63+post, stock flow scripts
make -C /OpenROAD-flow-scripts/flow DESIGN_CONFIG=/design/flow/config.mk WORK_HOME=/design/flow/orfs finish
[config.mk]
export PLATFORM = sky130hd
export DESIGN_NAME = mj74X283
export DESIGN_NICKNAME = mj74X283
export VERILOG_FILES = /design/flow/design.v
export SDC_FILE = /design/flow/constraint.sdc
export NUM_CORES = 4
export LEC_CHECK = 1
export CORE_AREA = 10 10 70 70
export DIE_AREA = 0 0 80 80
[constraint.sdc]
current_design mj74X283

set clk_period 3.7
set clk_io_pct 0.2

create_clock -name clk0 -period $clk_period

set non_clock_inputs [all_inputs -no_clocks]
set_input_delay [expr $clk_period * $clk_io_pct] -clock clk0 $non_clock_inputs
set_output_delay [expr $clk_period * $clk_io_pct] -clock clk0 [all_outputs]
[design.v]
module mj74X283(
A0,A1,A2,A3,B0,B1,B2,B3,C0,C4,S0,S1,S2,S3
);
input A0,A1,A2,A3; input B0,B1,B2,B3;
input C0; output C4;
output S0,S1,S2,S3;
wire G0,G1,G2,G3; wire P0,P1,P2,P3;
wire C1,C2,C3; wire O1,O2,O3,O4;
wire GP0,GP1,GP2,GP3;
wire G0_H,G1_H,G2_H,G3_H;
and andG0(G0,A0,B0); 
and andG1(G1,A1,B1); 
and andG2(G2,A2,B2); 
and andG3(G3,A3,B3);
or orP0(P0,A0,B0);
or orP1(P1,A1,B1);
or orP2(P2,A2,B2);
or orP3(P3,A3,B3);
and andO1(O1,P0,C0); 
or orC1(C1,G0,O1);
and andO2(O2,P1,C1); 
or orC2(C2,G1,O2);
and andO3(O3,P2,C2); 
or orC3(C3,G2,O3);
and andO4(O4,P3,C3); 
or orC4(C4,G3,O4);
not not0(G0_H,G0); 
not not1(G1_H,G1); 
not not2(G2_H,G2); 
not not3(G3_H,G3);
and andGP0(GP0,G0_H,P0);
and andGP1(GP1,G1_H,P1); 
and andGP2(GP2,G2_H,P2); 
and andGP3(GP3,G3_H,P3);
xor xor0(S0,GP0,C0); 
xor xor1(S1,GP1,C1); 
xor xor2(S2,GP2,C2); 
xor xor3(S3,GP3,C3);
endmodule
==> results.py <==
# Metrics from the implementation run
metrics = {
    "status": {
        "status": "completed",
    },
    "yosys": {
        "synthDistinctLibCells": 2,
        "common_cells": "inv_1, fa_1",
        "top_area_share_pct": 72.73,
        "top_cell": "inv_1",
        "ys_chip_area_sq_um": 110.1,
        "syn_area_sq_um": 110.1,
        "avgSynthCellArea_sq_um": 9.176,
        "ys_cells": 12,
        "yosysTopAreaCell": "fa_1",
        "ys_seq_share_pct": 0,
        "synth_warnings": 0,
        "area_leaders": "fa_1, inv_1",
        "syn_inst": 12,
    },
    "final_timing": {
        "relSlewSlack_pct": 93.26,
        "rsz0062_at_grt": "false",
        "clock.fmax_mhz": 277.7,
        "tns_ns": 0,
        "setup_violations": 0,
        "period_used_pct": 97.34,
        "hold_viol_final": 0,
        "slew_violations": 0,
        "fin_crit_ns": 3.601,
        "worst_pin_slew_ns": 0.1007,
    },
    "global_routing": {
        "grt_antenna_before_repair": 0,
        "grt_pass1_wl_microns": 703,
        "grt.total_usage_pct": 1.462,
        "grt_overflow": 0,
        "grt_pass1_vias": 130,
        "grt_max_degree": 2,
    },
    "setup_path": {
        "path_max_fanout": 1,
        "critPathArrivalTime_ns": 2.86,
        "cp-end-kind": "output pin",
        "critPathLaunchType": "input pin",
        "critical_path_class": "in -> out",
        "required_ns": 2.96,
    },
    "floorplan": {
        "io_pins": 14,
        "rows": 21,
        "chip_area_sq_mm": 0.006400,
        "initCoreUtil_pct": 3.223,
        "coreArea_sq_mm": 0.003416,
        "die_w_microns": 80,
        "fp.dieH_microns": 80,
    },
    "min_path": {
        "hold_class": "in -> out",
    },
    "routing": {
        "detail_route.wl_per_cell_microns": 6.917,
        "drt_iter0_markers": 0,
        "via_per_inst": 1.639,
        "postRouteWirelength_microns": 498,
        "firstDrtPassIters": 1,
        "vias": 118,
        "antenna-diode-count": 0,
        "drc_errors": 0,
        "postRouteAntennaNets": 0,
    },
    "power": {
        "p_comb_share_pct": 100.0,
        "p_switching_uw": 10.33,
        "peakVddDrop_mv": 0.01813,
        "power.total_uw": 36.31,
        "powerDensity_mw_per_mm2": 114.7,
        "leakage_uw": 0.0001335,
        "seqPwrFrac_pct": 0,
        "clockPowerShare_pct": 0,
        "p_int_uw": 25.98,
        "switching_share_pct": 28.45,
    },
    "final_layout": {
        "flop_area_sq_um": 0,
        "drive_gt1_share_pct": 15.38,
        "area_growth_pct": 187.5,
        "nClkBuffers": 0,
        "fillers": 402,
        "combGateArea_sq_um": 87.58,
        "flops": 0,
    },
    "clocking": {
        "postCtsSetupBuffers": 0,
    },
    "flow_run": {
        "warnings": 32,
        "maxCapViolations": 0,
    },
    "placed_design": {
        "port_buffers": 14,
        "gp_congestion": 0.7300,
    },
}
-- worst max-delay path, stage by stage --
cell             delay [ns]
clkdlybuf4s50_1        0.45
inv_1                  0.05
fa_2                   0.38
fa_2                   0.35
inv_2                  0.06
fa_2                   0.41
clkdlybuf4s50_1        0.41
-- worst paths after layout --
path	startpoint	end	slack, ns	cells past startpoint
worst min-delay path	B3	C4	2.25	3
worst max-delay path	C0	S2	0.1	7
-- cell type report --
| class | instances | share of cell area [%] |
|---|---|---|
| Multi-Input combinational cell | 4 | 27.67 |
| Tap cell | 46 | 18.18 |
| Timing Repair Buffer | 14 | 44.66 |
| Inverter | 8 | 9.486 |
-- routing by layer --
metal	GRT usage (%)	up-vias	routed length, microns
li1	-	56	-
met5	0	-	0
met1	1.740	52	178
met3	1.477	0	139
met4	0	0	0
met2	1.926	10	181
-- power by group through the flow --
| stage | combinational (uW) | sequential, uW | clock (uW) |
|---|---|---|---|
| CTS | 38.2 | 0 | 0 |
| global route | 42.2 | 0 | 0 |
| finish | 36.3 | 0 | 0 |
-- layout by cell type, fill, tap and decap left out, drive strengths merged --
cell type	Yosys	final
dlymetal6s2s	0	1
dlygate4sd2	0	1
inv	8	8
fa	4	4
clkdlybuf4s50	0	12
-- kinds of logic after synthesis --
logic type,synth area share [%]
adder cells (fa/ha/maj),72.73
buffers and inverters,27.27
-- metrics by stage --
stage / hold WS [ns] / setup WS [ns] / util (%) / area [sq um] / std cells
after global placement: 2.551 / -0.1910 / 9.011 / 307.8 / 72
after CTS: 2.325 / 0.04037 / 9.194 / 314.1 / 72
after floorplan: 1.587 / 0.8021 / - / 110.1 / 12
final: 2.254 / 0.09853 / 9.267 / 316.6 / 72
after global routing: 2.315 / 0.007919 / 9.267 / 316.6 / 72
after detailed placement: 2.544 / -0.1917 / 9.011 / 307.8 / 72
-- what timing repair did --
item / 4_1_cts / 5_1_grt
hold buffers: 0 / 0
gates cloned: 0 / 0
setup endpoints to repair: 3 / 2
resized: 5 / 1
pin swaps: 2 / 1
Power figures rest on the tool's default switching activity, not on a simulated workload.
