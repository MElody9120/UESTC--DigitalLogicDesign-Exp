File: flow/design.v
module test1(A,B,C,Y0_L,Y1_L,Y2_L,Y3_L,Y4_L,Y5_L,Y6_L,Y7_L,G1,G2A,G3A,G
    );
	 input A,B,C,G1,G2A,G3A;
	 output Y0_L,Y1_L,Y2_L,Y3_L,Y4_L,Y5_L,Y6_L,Y7_L,G;
	 and  G_activity(G,G1,~G2A,~G3A);
	 nand not_and1(Y0_L,G,~A,~B,~C);
	 nand not_and2(Y1_L,G, A,~B,~C);
	 nand not_and3(Y2_L,G,~A, B,~C);
	 nand not_and4(Y3_L,G, A, B,~C);
	 nand not_and5(Y4_L,G,~A,~B, C);
	 nand not_and6(Y5_L,G, A,~B, C);
	 nand not_and7(Y6_L,G,~A, B, C);
	 nand not_and8(Y7_L,G, A, B, C);
endmodule
File: flow/config.mk
export PLATFORM = sky130hd
export DESIGN_NAME = test1
export DESIGN_NICKNAME = test1
export VERILOG_FILES = /design/flow/design.v
export SDC_FILE = /design/flow/constraint.sdc
export NUM_CORES = 4
export LEC_CHECK = 1
export CORE_AREA = 10 10 70 70
export DIE_AREA = 0 0 80 80
File: flow/run.sh
#!/bin/bash
# OpenROAD 26Q1-2900-gdf79404cd8, Yosys 0.63+post, stock flow scripts
make -C /OpenROAD-flow-scripts/flow DESIGN_CONFIG=/design/flow/config.mk WORK_HOME=/design/flow/orfs finish
File: flow/constraint.sdc
current_design test1

set clk_period 2.1
set clk_io_pct 0.2

create_clock -name clk0 -period $clk_period

set non_clock_inputs [all_inputs -no_clocks]
set_input_delay [expr $clk_period * $clk_io_pct] -clock clk0 $non_clock_inputs
set_output_delay [expr $clk_period * $clk_io_pct] -clock clk0 [all_outputs]
==> qor_table.md <==
| Parameter | This run | Unit |
|---|---|---|
| Outcome | finished clean | - |
| Kind of start point of the critical path | primary input | - |
| Reported max-cap violation count | 0 | - |
| Final-layout clock buffer total | 0 | - |
| Data required time at the worst endpoint | 1680 | ps |
| Unrepaired setup endpoints after global routing | false | - |
| Pin count of the biggest net entering global routing | 6 | - |
| Kind of capture point of the worst setup path | output pin | - |
| Hold Path Cell Cnt | 4 | - |
| Area figure in the yosys stat output | 86.3 | um2 |
| Post-synthesis sequential area ratio | 0 | - |
| Power density over cell area | 87.8 | nW/um2 |
| Vias after detailed routing | 166 | - |
| # rows | 21 | - |
| Total of endpoints with negative setup slack in the final report | 0 | - |
| Met2 track utilization from global routing | 0.0313 | - |
| Synthesis Warnings | 0 | - |
| Combined area of all synthesized cells | 86.3 | um2 |
| Leakage | 0.109 | nW |
| Hold violation count in the final report | 0 | - |
| Area added between synthesis and finish | 262 | % |
| Hold_buf cts | 0 | - |
| Drt wl/cell | 7.75 | um |
| Highest Clock Rate | 0.519 | GHz |
| Setup slack after layout | 173 | ps |
| Gp weighted congestion | 0.775 | - |
| Core outline area | 3420 | um2 |
| Number of global-route vias before repair | 169 | - |
| Routed via count divided by cell count | 2.18 | - |
| Die Width | 80 | um |
| Yosys top cell by area | nand2_1 | - |
| Die area | 6400 | um2 |
| Count of mapped cells out of synthesis | 15 | - |
| Diode insertion count for antenna repair | 0 | - |
| Total tool warning count | 32 | - |
| Post-synth mux share | 0 | - |
| Share of synthesized cell area in full adder, half adder and majority cells | 0 | - |
| Initial standard-cell utilization of the core | 0.0253 | - |
| Drt first pass iters | 2 | - |
| Yosys cell types | 7 | - |
| Mean instance size in the synthesized netlist | 5.76 | um2 |
| Share of the synthesized area in the top cell type | 0.261 | - |
| Worst voltage drop across the vdd grid | 10.3 | uV |
| Clock period minus worst slack | 1930 | ps |
| Biggest fanout along the worst timing path | 5 | - |
| Total Negative Setup Slacks | 0 | ps |
| Critical path arrival | 1510 | ps |
| XOR Share, Synth | 0 | - |
| Count of input and output buffers | 15 | - |
| Most numerous cell types in the synthesized netlist | 6 x nand2_1, 2 x and3b_1, 2 x nand3_1, 2 x nor3b_1 | - |
| Largest cells by area | nand2_1 26%, and3b_1 20%, nor3b_1 17%, nor3b_2 14%, nand3_1 12% | - |
| Post-detailed-route DRC marker count | 0 | - |
| Slew @ Worst Pin | 255 | ps |
| GRT Total Usage | 0.0173 | - |
| Top logic family | simple AND/OR/NAND/NOR gates | - |
| Met3 Usage GRT | 0.00568 | - |
| Remaining max-slew budget at the tightest pin | 0.830 | - |
| Die extent in y | 80 | um |
| Peak-usage layer in the global routing report | met2 | - |
| Most repeated cell in the gate-level netlist after synthesis | nand2_1 | - |
| Ratio of cells with drive above 1 in the final layout | 0.133 | - |
| Hold crit path type | primary input to output pin | - |
| Hold Worst Slack | 1340 | ps |
| Final wirelength | 589 | um |
| Antenna Nets Post-Route | 0 | - |
| Global-route congestion overflow total | 0 | - |
| Placement-stage worst setup slack | -90.3 | ps |
| Number of antenna violations at the first check in global routing | 0 | - |
| Global-route wire length before repair | 897 | um |
| Post-layout period usage | 0.918 | - |
| Kind of critical path | primary input to output pin | - |
| I/O pins | 15 | - |
| Area fraction in and, or, nand and nor cells | 1.00 | - |
| Total area of sequential cells | 0 | um2 |
| Global-route track usage on met1 | 0.0204 | - |
| Number of pins exceeding their max-slew limit in the final report | 0 | - |
| Yosys Instances | 15 | - |
| FFs & Latches | 0 | - |
| Compound-Gate Fraction of Synth Area | 0 | - |
| Number of violations reported at the end of detailed-routing iteration 0 | 8 | - |
[area by class of cell]
type / count / area [um2]
repair buffers: 15 / 145
well taps: 46 / 57.6
multi-input cells: 15 / 110
fillers: 407 / 3100
[worst max-delay path: stages]
cell,delay [ps]
dlygate4sd2_1,340
and3b_1,220
nand2_1,60
clkdlybuf4s50_1,460
[layer usage]
layer,vias up,wire (um)
li1,83,-
met1,74,240
met2,9,275
met3,0,74
met4,0,0
met5,-,0
[cells by family after synthesis]
logic type / Yosys count
AND/OR/NAND/NOR: 15
[timing repair]
item | CTS | global route
gates resized | 10 | 2
endpoints found under the setup margin | 8 | 2
pin swaps | 2 | 0
buffers inserted | 0 | 0
[power by group]
| part | internal [W] | switching [W] | total, W | leakage [nW] |
|---|---|---|---|---|
| clock | 0 | 0 | 0 | 0 |
| sequential | 0 | 0 | 0 | 0 |
| combinational | 0.0000156 | 0.0000118 | 0.0000275 | 0.109 |
[metrics by stage]
step | cell area [um2] | cells | total power (W) | utilization
global route | 313 | 76 | 0.0000305 | 0.0916
finish | 313 | 76 | 0.0000275 | 0.0916
detailed placement | 294 | 76 | 0.0000269 | 0.0861
floorplan | 86.3 | 15 | 0.00000642 | -
CTS | 304 | 76 | 0.0000265 | 0.0890
global placement | 294 | 76 | 0.0000267 | 0.0861
[path summary, 6_finish.rpt]
check	endpoint	from
worst min-delay path	Y0_L	B
worst max-delay path	Y7_L	G3A
[layout by cell type, fill, tap and decap left out, drive strengths merged]
| master | count |
|---|---|
| clkdlybuf4s50 | 8 |
| nand2 | 6 |
| dlygate4sd2 | 6 |
| nor3b | 3 |
| nand3 | 2 |
| and3b | 2 |
| nor3 | 1 |
| nor2 | 1 |
| dlymetal6s2s | 1 |
Power and IR drop assume default switching activity.
